File: flow/config.mk
export PLATFORM = sky130hd
export DESIGN_NAME = pc
export DESIGN_NICKNAME = pc
export VERILOG_FILES = /design/flow/design.v
export SDC_FILE = /design/flow/constraint.sdc
export NUM_CORES = 4
export LEC_CHECK = 1
export CORE_AREA = 10 10 70 70
export DIE_AREA = 0 0 80 80
File: flow/constraint.sdc
current_design pc

set clk_period 1.3
set clk_io_pct 0.2

create_clock -name clk0 -period $clk_period [get_ports {clk}]

set non_clock_inputs [all_inputs -no_clocks]
set_input_delay [expr $clk_period * $clk_io_pct] -clock clk0 $non_clock_inputs
set_output_delay [expr $clk_period * $clk_io_pct] -clock clk0 [all_outputs]
File: flow/run.sh
#!/bin/bash
# OpenROAD 26Q1-2900-gdf79404cd8, Yosys 0.63+post, stock flow scripts
make -C /OpenROAD-flow-scripts/flow DESIGN_CONFIG=/design/flow/config.mk WORK_HOME=/design/flow/orfs finish
File: flow/design.v
module pc(
    input clk,
    output [7:0]pc_data);
reg [7:0]pc;
initial
pc=0;
always @(posedge clk) 
begin
    pc=pc+1;
end
assign pc_data=pc;
endmodule  
==> notes.md <==
The flow ran to the end, and the final reports show no timing, DRC or antenna violations. The violation tally recorded at the end of detailed-routing iteration 0 is 2. Listed in order, past its start point the critical path passes dlygate4sd2_1. Setup repair after global routing left no endpoint under its margin. The number of standard cells reported by yosys is 24. The detailed-router iteration count before antenna repair is 3, and the combinational share of power is 0%. The largest total area in the synthesized netlist belongs to dfxtp_1. The area enclosed by the die boundary came out at 6400 µm². After synthesis, the netlist uses 11 different library cells.

The logs give 0 for the remaining antenna violation count and 90.3% for the worst-case headroom to the max-slew limit. The cell area power density was 859 nW/µm². The length in cells of the worst reg-to-reg path is 4. 9 I/O pins were placed. The capture point of the worst register-to-register path is recorded as pc[6]. The total area of sequential cells is 171 µm², and the register bit count reported by yosys is 8.

TritonCTS created 3 clock buffers. The register with the most flip-flops in the layout has 8 of them. The buffer-and-inverter tally for the worst setup path came out at 1.

Across the routed clock network, the largest skew measured is 0.00480 ns. The endpoint with the worst hold slack was pc[0]. The beginning of the critical path was pc[2]. TritonCTS built the clock tree. According to the timing report, the arrival time at the worst endpoint equals 0.81 ns. The synthesized instance count is 24. The placer congestion estimate is 0.779, and the yosys warning tally is 1.

The clock tree has to reach 8 sinks. For this run, the script counts the antenna cells in the layout as 0. The timing report attributes the biggest portion of critical-path delay to flip-flops. The end-of-flow timing check tallies setup violations at 0. The run gives 655 µm as the post-detailed-routing wire length. After detailed routing, the average wire length per cell comes to 7.36 µm. Setup slack on the worst path after placement came out at 0.135 ns. The power report puts the leakage power at 0.242 nW. The OpenROAD warning count came out at 25. The tools report the start point of the worst min-delay path as pc[0]. The worst setup path is captured at a primary output. The number of cells on the worst hold path is listed as 2. Type of the setup path with the least slack: reg -> out. After synthesis, the chip area reported by Yosys is 277 µm². The overall routing resource usage is 2.21%. The largest fanout of any net on the critical path is 2. The proportion of synthesized flip-flops having asynchronous set or reset is 0%. The tools report the number of global-route vias before repair as 265. For the worst reg-to-reg path, the startpoint reported by OpenROAD is pc[0]. The number of antenna violations at the first check in global routing was 0.

The element type at the critical path start is a register. The count of input and output buffers was 8; the final-layout fill cell count was 403. The final setup slack of the worst path is 0.227 ns, and the pin count of the biggest net entering global routing is 5. The power report attributes to the clock group a share of 43.1%. Looking at the worst setup and hold paths, the clock pins of their registers show a slew of 0.05 ns. The most used flip-flop cell is dfxtp_1. Yosys mapped a number of flops with a built-in enable equal to 0. The transition time recorded at the tightest slew-check pin is 0.145 ns. After synthesis, the cell types taking the most area are dfxtp_1, xnor2_1, xor2_1, ha_1, nand3_1. The post-route clock period utilization was 82.5%.

The delay contributed by the slowest stage of the critical path was 0.33 ns; the synthesized area per cell was 11.5 µm². The HPWL after detailed placement is 477 µm. The sequential cell fraction of total power came out at 56.9%.

For the number of rows created at floorplan, the log shows 21. CTS reports a maximum clock tree buffer depth of 2. For the core utilization of the finished layout, the log shows 14.6%.

The post-placement cell count was 80; the standard cell core area was 3420 µm². With the final period demand of the worst path at 1.07 ns, the data required time of the critical path is 1.04 ns. For this run, the top clock speed supported by timing is 932 MHz. The cell area that synthesis handed to floorplanning was 277 µm². The area share of the largest cell type after synthesis came out at 57.9%. The type recorded for the worst min-delay path is reg -> reg.

Yosys reports that the most numerous cell types are dfxtp_1, xnor2_1, xor2_1. The run gives 0.31 ns for the flop-to-flop setup slack. Using the TritonRoute via totals, the vias-per-cell ratio works out to 2.65. The script parses the final routing iteration and logs DRC violations as 0. The final-report max-slew violation count was 0.

Cell internal power was estimated by the tool at 349 µW. Cell chosen for the clock root: clkbuf_4. Summed over all failing endpoints, the final setup total negative slack is 0 ns.

Per the detail_route report, the via count comes to 236. Sequential cells were found to cover 57.9% of the synthesized design area.

The tools report the core utilization before placement as 8.10%. The first global-routing pass estimated 1.09 mm of wire. The total number of H-tree levels was 1; the x dimension of the die was 80 µm. From bottom edge to top edge, the die measures 80 µm.

The run gives 79.1 µW for the net switching power figure. The share of total power consumed by net switching is 18.5%. By instance count, the leading cell after synthesis is dfxtp_1. Signed area change from the synthesized netlist to the final layout: 80.1%. The slowest stage of the critical path belongs to the cell dfxtp_4. The tools report the final cell count without fillers as 89.

The global-route congestion overflow total came out at 0. The multi-input combinational cells in the finished layout cover a total of 113 µm². The logs give 0.25 ns for the worst-skew pair later-pin latency and 0.000449 V for the worst voltage drop across the vdd grid. Per the final timing report, the hold violations number 0.

The tool flagged a number of max-cap violations equal to 0. The proportion of layout cells with a drive suffix above 1 came out at 46.5%.
==> kinds of logic after synthesis <==
kind of cell / share of synthesized area (%)
XOR/XNOR: 19.0
adder cells (fa/ha/maj): 4.52
buffers and inverters: 1.36
flip-flops: 57.9
AND/OR/NAND/NOR: 17.2
==> cells in the final DEF (no fill, tap or decap) <==
cell / n
ha_1: 1
xnor2_1: 3
nor2_1: 1
clkbuf_4: 3
inv_1: 1
dfxtp_2: 6
nor3_2: 1
nand3_2: 1
dfxtp_1: 1
xor2_1: 3
dlygate4sd2_1: 8
nand3_1: 2
and3_1: 1
buf_4: 8
dfxtp_4: 1
nand2_1: 2
==> layout make-up <==
type / count / area share (%)
flip-flops and latches: 8 / 34.4
repair buffers: 16 / 26.1
multi-input cells: 15 / 22.6
well taps: 46 / 11.6
clock buffers: 3 / 4.52
inverters: 1 / 0.754
==> worst max-delay path by stage <==
stage / end / slack (ns) / cells past startpoint
CTS: pc_data[2] / 0.21 / 1
global route: pc_data[3] / 0.18 / 1
finish: pc_data[2] / 0.23 / 1
==> per-stage QoR <==
stage	hold WS [ns]	instance area, µm²	power, mW
floorplan	0.382	277	0.251
global placement	0.468	429	0.251
detailed placement	0.473	429	0.251
CTS	0.508	498	0.436
global route	0.528	498	0.458
finish	0.500	498	0.428
==> what timing repair did <==
action / in CTS / in global routing
setup endpoints to repair: 8 / 0
buffers inserted: 6 / 0
resized: 16 / 0
hold endpoints to repair: 0 / 0
hold buffers: 0 / 0
==> metal layers <==
metal	wire length (µm)	part of all wire, %	GRT usage, %
met4	0	0	0.176
met5	0	0	0
met2	206	31	2.33
met3	119	18	2.50
met1	329	50	2.90
==> power by group through the flow <==
stage | Clock (mW) | Combinational [mW] | Sequential [mW]
6_report | 0.184 | 0.000000160 | 0.243
5_1_grt | 0.215 | 0.000000160 | 0.243
4_1_cts | 0.192 | 0.000000160 | 0.243
Power and IR drop assume default switching activity.
